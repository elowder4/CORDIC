### flow/run.sh
#!/bin/bash
# OpenROAD 26Q1-2900-gdf79404cd8, Yosys 0.63+post, stock flow scripts
make -C /OpenROAD-flow-scripts/flow DESIGN_CONFIG=/design/flow/config.mk WORK_HOME=/design/flow/orfs finish
### flow/config.mk
export PLATFORM = sky130hd
export DESIGN_NAME = CORDIC
export DESIGN_NICKNAME = CORDIC
export VERILOG_FILES = /design/flow/design.v
export SDC_FILE = /design/flow/constraint.sdc
export NUM_CORES = 4
export LEC_CHECK = 1
export CORE_UTILIZATION = 40
### flow/constraint.sdc
current_design CORDIC

set clk_period 16.5
set clk_io_pct 0.2

create_clock -name clk0 -period $clk_period [get_ports {clk}]

set non_clock_inputs [all_inputs -no_clocks]
set_input_delay [expr $clk_period * $clk_io_pct] -clock clk0 $non_clock_inputs
set_output_delay [expr $clk_period * $clk_io_pct] -clock clk0 [all_outputs]
### flow/design.v
`timescale 1ns / 1ps
module CORDIC #(
    parameter iterations = 16
    )(
    input clk,
    input rst,
    input input_ready,
    input [15:0] angle,  
    output reg signed output_ready = 'b0,
    output reg signed [15:0] cosine_out = 'd0,  
    output reg signed [15:0] sine_out =  'd0
    );
    reg [15:0] SCALE_FACTOR_LUT [7:0];
    reg [15:0] ANGLE_LUT [15:0]; 
        localparam [1:0] START  = 2'b00,
                         CORDIC = 2'b01,
                         MAKE_TABLES = 2'b10;
    reg [1:0] STATE = MAKE_TABLES;  
    reg signed [15:0] calc_angle = 'd0;
    reg [15:0] angle_in = 'd0;
    reg [1:0] rst_sync = 2'b00;  
    integer loop_num = 'd0;
    always @(posedge clk) begin
        if (rst) begin
            rst_sync <= rst_sync + 'd1;
        end else begin
            rst_sync <= 2'b00;
        end
        if (rst_sync[1]) begin
            loop_num <= 'd0;
            output_ready <= 1'b0;
            STATE <= MAKE_TABLES;
        end else begin
            case (STATE)
                MAKE_TABLES: begin
                    ANGLE_LUT[0] <= 16'd11520;  
                    ANGLE_LUT[1] <= 'd6801;  
                    ANGLE_LUT[2] <= 'd3593;   
                    ANGLE_LUT[3] <= 'd1824;   
                    ANGLE_LUT[4] <= 'd915;   
                    ANGLE_LUT[5] <= 'd458;    
                    ANGLE_LUT[6] <= 'd205;    
                    ANGLE_LUT[7] <= 'd115;    
                    ANGLE_LUT[8] <= 'd57;    
                    ANGLE_LUT[9] <= 'd29;     
                    ANGLE_LUT[10] <= 'd14;    
                    ANGLE_LUT[11] <= 'd7;    
                    ANGLE_LUT[12] <= 'd4;     
                    ANGLE_LUT[13] <= 'd2;     
                    ANGLE_LUT[14] <= 'd1;     
                    ANGLE_LUT[15] <= 'd1;
                    SCALE_FACTOR_LUT[0] <= 16'd23170;  
                    SCALE_FACTOR_LUT[1] <= 16'd20724;
                    SCALE_FACTOR_LUT[2] <= 16'd20105;
                    SCALE_FACTOR_LUT[3] <= 16'd19950;
                    SCALE_FACTOR_LUT[4] <= 16'd19911;
                    SCALE_FACTOR_LUT[5] <= 16'd19901;
                    SCALE_FACTOR_LUT[6] <= 16'd19899;
                    SCALE_FACTOR_LUT[7] <= 16'd19898;
                    STATE <= START;
                end
                START: begin
                    if (input_ready) begin
                        if (iterations >= 'd8) begin
                            cosine_out <= SCALE_FACTOR_LUT[7];
                        end else begin
                            cosine_out <= SCALE_FACTOR_LUT[iterations - 1];
                        end
                        loop_num <= 'd0;
                        sine_out <= 'd0;
                        calc_angle <= 'd0;
                        output_ready <= 1'b0;
                        if (angle < 'd46080) begin
                            angle_in <= angle; 
                        end else begin
                            angle_in <= 'd46080;
                        end
                        STATE <= CORDIC;
                    end
                end
                CORDIC: begin
                    if ((loop_num >= iterations) || (loop_num >= 'd16)) begin
                        output_ready <= 1'b1;
                        STATE <= START;
                    end else begin
                        if (calc_angle <= angle_in) begin
                            cosine_out <= cosine_out - (sine_out >> loop_num);
                            sine_out <= sine_out + (cosine_out >> loop_num);
                            calc_angle <= calc_angle + ANGLE_LUT[loop_num];
                        end else begin
                            cosine_out <= cosine_out + (sine_out >> loop_num);
                            sine_out <= sine_out - (cosine_out >> loop_num);
                            calc_angle <= calc_angle - ANGLE_LUT[loop_num];
                        end
                    end
                    loop_num <= loop_num + 'd1;
                end
            endcase
        end
    end
endmodule
==> flow_metrics.tcl <==
# yosys + openroad results
set metrics [dict create \
    slew_viol_final 0 \
    cp_max_fo 7 \
    grt_pass1_wl_mm 38.7 \
    finalWeightedCongestion 0.937 \
    ys_types 75 \
    cts_buffer_depth 2 \
    numCtsBuffers 9 \
    drc 0 \
    synth.area.top_cells "edfxtp_1 (21%), ha_1 (9.3%), dfxtp_1 (7.9%)" \
    relSlewSlack 0.503 \
    vias_per_cell 5.60 \
    cts_num_sinks 101 \
    vias 8041 \
    fp_util 0.411 \
    post_cts_buffers 0 \
    path_class "input port to flop" \
    ys_ff 101 \
    die_y_microns 155 \
    synthArstFlopShare 0 \
    synth_stat.cells 1093 \
    die-area_sq_um 24000 \
    wl_per_cell_microns 16.6 \
    end_kind "flop" \
    tns_ns 0 \
    ys_seq_frac 0.284 \
    hold_viol_final 0 \
    ff_type "edfxtp_1" \
    antenna_found_initial 0 \
    tightest_slew_ns 0.738 \
    grt_util_all_layers 0.209 \
    postSynthCellCount 1093 \
    grt_overflow_total 0 \
    syn_area_sq_um 9370 \
    cp-start-kind "input port" \
    setup_viol 0 \
    lay_top_count "nor2_1" \
    dr.first_iter.drc_count 660 \
    cts_tree "built" \
    clock_latency_ns 0.36 \
    antenna_cells 0 \
    most-common-layout-cells "nor2_1 (125), nand2_1 (102), a21oi_1 (76)" \
    ant_nets 0 \
    row_count 55 \
    syn_to_final_growth_pct 11.7 \
    top_cell_area_share 0.205 \
    drtPass1Iterations 5 \
    hp-class "flop to flop" \
    drive_gt1_frac 0.0783 \
    required_ns 16.75 \
    fillCellCount 2200 \
    grt_max_degree 51 \
    synth-warning-count 3 \
    cts-resized-gates 0 \
    skew_ns 0.0109 \
    first_global_vias 7338 \
    yosysTopAreaCell "edfxtp_1" \
    htree_num_levels 3 \
    status "finished clean" \
    path_clk_slew_ns 0.07 \
    fin_crit_ns 5.71 \
    synth-edff-count 64 \
    hpwlAfterDp_mm 17.7 \
    root_buffer "clkbuf_16" \
    max-cap-violations 0 \
    portBuffers 51 \
    io_pins 52 \
    core-area_sq_um 22800 \
    ctsHoldBuffers 0 \
    synth_area_per_cell_sq_um 8.57 \
    tool_warnings 30 \
    max_freq_mhz 175 \
    die_x_microns 155 \
    routed_wl_mm 23.8 \
    fin_crit_sh 0.346 \
    yosys_area_sq_um 9370 \
    critPathArrivalTime_ns 5.95 \
    rsz0062_at_grt "false" \
]
-- synth_stat cells (30+ instances only) --
cell type and n:
nor2_1 126, ha_1 70, xor2_1 45, nand2_1 102, mux2i_1 30, a21oi_1 76
edfxtp_1 64, nand3_1 45, o21ai_0 50, clkbuf_1 35, xnor2_1 44, inv_1 40
dfxtp_1 37
-- area by class of cell --
class	instances	area, sq um	area share
inverters	42	158	0.0151
multi-input cells	896	6300	0.602
clock inverters	6	80.1	0.00765
flip-flops and latches	101	2670	0.255
clock buffers	10	229	0.0219
repair buffers	69	646	0.0617
well taps	313	392	0.0374
-- metrics by stage --
stage | instances | util | setup WS (ns) | hold WS (ns) | cell area [sq um]
detailed placement | 1421 | 0.446 | 10.43 | 0.431 | 10200
global placement | 1421 | 0.446 | 10.48 | 0.422 | 10200
finish | 1437 | 0.460 | 10.79 | 0.440 | 10500
CTS | 1437 | 0.460 | 10.81 | 0.442 | 10500
floorplan | 1093 | - | 8.62 | 0.412 | 9370
global route | 1437 | 0.460 | 10.44 | 0.467 | 10500
-- final timing paths --
kind	endpoint	startpoint	slack (ns)	cells after the start
worst max register to register	sine_out[15]	loop_num[3]	10.88	19
worst min-delay path	rst_sync[0]	rst_sync[0]	0.44	1
worst min register to register	rst_sync[0]	rst_sync[0]	0.44	1
worst max-delay path	loop_num[31]	input_ready	10.79	10
-- kinds of logic (layout without fill, tap and decap cells) --
family,count (synthesis),after routing,share of synthesized area
AND-OR/OR-AND,249,249,0.173
XOR/XNOR,89,89,0.0832
adder cells (fa/ha/maj),73,73,0.0999
buffers and inverters,96,127,0.0466
flip-flops,101,101,0.284
multiplexers,62,62,0.0965
AND/OR/NAND/NOR,423,423,0.217
-- per-layer routing --
metal  GRT usage  wire [microns]  share of wire  vias up
met4      0.0344             409          0.017        0
li1            -               -              -     4057
met5           0               0              0        -
met1       0.344           11700           0.49     3734
met3      0.0349            1470          0.062       23
met2       0.301           10200           0.43      227
-- sequential cells by signal, indices dropped and copies added, names as in the netlist --
signal        count
rst_sync          2
output_ready      1
STATE             2
angle_in         16
calc_angle       16
sine_out         16
loop_num         32
cosine_out       16
-- critical path, stage by stage --
cell and delay [ns]:
clkdlybuf4s50_1 0.50, nor2_1 0.06, or2_2 0.35, or3_1 0.45
nor2_1 0.24, nand2_1 0.20, nor3_1 0.47, nand3_1 0.17
xor2_1 0.16, nor2_1 0.05
